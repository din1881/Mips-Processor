--- design/flow/run.sh ---
#!/bin/bash
# OpenROAD 26Q1-2900-gdf79404cd8, Yosys 0.63+post, stock flow scripts
make -C /OpenROAD-flow-scripts/flow DESIGN_CONFIG=/design/flow/config.mk WORK_HOME=/design/flow/orfs finish
--- design/flow/config.mk ---
export PLATFORM = sky130hd
export DESIGN_NAME = MUX3to1_32
export DESIGN_NICKNAME = MUX3to1_32
export VERILOG_FILES = /design/flow/design.v
export SDC_FILE = /design/flow/constraint.sdc
export NUM_CORES = 4
export LEC_CHECK = 1
export CORE_AREA = 10 10 109 109
export DIE_AREA = 0 0 119 119
--- design/flow/constraint.sdc ---
current_design MUX3to1_32

set clk_period 1.0
set clk_io_pct 0.2

create_clock -name clk0 -period $clk_period

set non_clock_inputs [all_inputs -no_clocks]
set_input_delay [expr $clk_period * $clk_io_pct] -clock clk0 $non_clock_inputs
set_output_delay [expr $clk_period * $clk_io_pct] -clock clk0 [all_outputs]
--- design/flow/design.v ---
module MUX3to1_32(select,A,C,B,out);
output [31:0] out;
input [1:0] select;
input [31:0] A,B,C;
wire [31:0] out1,out2;
MUX2to1_32 MUX_CA(select[1:1],C,A,out1);
MUX2to1_32 MUX_AB(select[1:1],A,B,out2);
MUX2to1_32 MUX_ABC(select[0:0],out2,out1,out);
endmodule 
module MUX2to1_32(cntrl,in1,in2,out);
input cntrl;
input [31:0] in1,in2;
output [31:0] out;
assign out = (cntrl == 1) ? in2 : in1;
endmodule
==> run notes <==
The flow ran to the end, but the final reports show violations. The checks that failed: setup timing. The detailed placer reported the number of placed instances as 371. With the initial detailed-routing violation count at 14, the fraction of layout cells with a size suffix above 1 is 0.236. The placement summary gives the final routability congestion estimate as 0.692. The run gives 105 µV for the worst voltage drop across the vdd grid. The final route contains 1426 vias. During synthesis, Yosys emitted a total of 0 warnings. The tools report the maximum operating frequency as 884 MHz. The run gives 10 as the pin count of the biggest net entering global routing.

After synthesis, the chip area reported by Yosys is 0.00111 mm². The run gives 34 for the count of tool warnings. The final hold violation count was 0; the area of the mapped netlist was 0.00111 mm². Per the Yosys statistics, synthesis produced 109 cells. Measured along the x axis, the die boundary spans 119 µm. The run gives 0 as the total global routing overflow. Element type at the critical path end: an output pin. The part of the cycle the worst path needs was 1.13. For the remaining antenna violation count, the log shows 0. The initialized floorplan defines 36 standard-cell rows. Per the run report, area growth between synthesis and finish was 134%.

The worst hold path belongs to the class in -> out. Number of port buffers: 130. The run gives 0.00964 mm² for the area of the placeable core. For this run, the detailed router's first-pass iteration total came to 2. With the total global routing track utilization at 0.0759, the count of placed standard cells in the final layout, fillers left out is 383. For the reported max-cap violation count, the log shows 0.

STA classifies the critical path startpoint as an input port. The cell taking the most area after synthesis is sky130_fd_sc_hd__mux2i_1. With the top-level port count at 130, the area of the chip is 0.0142 mm².

The tools report the worst-case hold path end point as out[14]. Initial antenna violation count: 0. The share of Yosys cell area claimed by the top area cell type came out at 0.841.

Per the detail_route report, vias per standard cell equal 3.72. The layout clock buffer count is 0, and the leakage dissipation is 1.42 nW. Data on the critical path arrives at its endpoint at 930 ps. Looking at the setup timing report, the critical path kind is in -> out.

The final max-slew violation count came out at 0. Routed wirelength normalized by instance count: 15.0 µm. The final layout contains a sequential cell count of 0. With the worst hold path stage count at 3, the count of unique library cells instantiated by Yosys is 9.

Looking at the critical path, the highest net fanout was 7. The power density normalized to cell area is 367 mW/mm², and the via count of the first global-routing pass is 1588. Synthesis handed over a netlist of 109 instances. The post-layout minimum cycle time came out at 1130 ps.

The floorplan utilization was 0.115; the total chip power was 951 µW. The worst relative slew slack is 0.875. After synthesis, the cell types taking the most area are sky130_fd_sc_hd__mux2i_1 (84%), sky130_fd_sc_hd__buf_12 (9.0%), sky130_fd_sc_hd__buf_2 (2.3%), sky130_fd_sc_hd__nor3b_2 (1.1%), sky130_fd_sc_hd__buf_6 (1.0%). The run gives 1075 as the number of fill cells in the layout. The OpenROAD report gives the critical path a required time of 800 ps. The run gives 0 for the sequential fraction of the synthesis area.

The number of hold buffers added after CTS was 0. The first global-routing pass estimated 8.85 mm of wire. The run gives 32 for the setup violation total in the final timing report.

The remaining routing DRC violations was 0; the placed wire-length estimate after detailed placement was 4.29 mm. sky130_fd_sc_hd__mux2i_1 is the most common cell in the netlist. Summing all flip-flop and latch instances after layout gives 0 µm². Summed over all layers, the routed wires come to 5.75 mm. The average cell area after synthesis works out to 10.2 µm². The routed design ends up with an antenna cell count of 0. The tools report the startpoint of the lowest-slack hold path as select[1]. In the synthesized netlist, the cells that appear most often are sky130_fd_sc_hd__mux2i_1 (93), sky130_fd_sc_hd__buf_12 (5), sky130_fd_sc_hd__buf_2 (5). The final worst slack was -131 ps.

With the actual slew at the worst max-slew pin at 186 ps, the chip height is 119 µm. Setup repair after global routing could not meet its margin everywhere.
## cells in the final DEF (no fill, tap or decap)
cell type / count
sky130_fd_sc_hd__buf_4: 3
sky130_fd_sc_hd__bufbuf_16: 2
sky130_fd_sc_hd__nor3b_2: 2
sky130_fd_sc_hd__dlygate4sd2_1: 96
sky130_fd_sc_hd__a211oi_2: 1
sky130_fd_sc_hd__buf_12: 4
sky130_fd_sc_hd__buf_2: 32
sky130_fd_sc_hd__inv_1: 1
sky130_fd_sc_hd__xnor2_1: 1
sky130_fd_sc_hd__mux2i_1: 93
sky130_fd_sc_hd__buf_6: 7
sky130_fd_sc_hd__buf_8: 2
sky130_fd_sc_hd__buf_16: 6
## how the worst max path moves through the flow
stage	from	endpoint	slack [ps]	cells past startpoint
after global routing	select[0]	out[24]	-190	6
after CTS	select[0]	out[7]	-140	6
final	select[0]	out[23]	-130	6
## where the power goes
group	total [mW]	internal (mW)	switching, mW
sequential	0	0	0
clock	0	0	0
combinational	0.951	0.636	0.315
total	0.951	0.636	0.315
## critical path: stages
cell and delay, ps:
sky130_fd_sc_hd__buf_16 130, sky130_fd_sc_hd__buf_16 150, sky130_fd_sc_hd__buf_6 110, sky130_fd_sc_hd__mux2i_1 100, sky130_fd_sc_hd__mux2i_1 120, sky130_fd_sc_hd__buf_2 110
## per-layer routing
metal  global-route usage  share of wire
met1               0.0947           0.44
met2                0.134           0.48
met3               0.0225          0.083
met4                    0              0
met5                    0              0
## what timing repair did
item                                    4_1_cts  5_1_grt
endpoints found under the setup margin       32       32
setup buffers                                 5        0
gates resized                               217        1
pin swaps                                     1        1
gates cloned                                  7        0
## final cells by class
type	count	area (µm²)	share of cell area
multi-input cells	97	977	0.377
repair buffers	152	1440	0.557
inverters	1	3.75	0.00145
well taps	133	166	0.0643
## stage by stage
stage                     utilization  setup TNS [ps]  worst slack (ps)  area, µm²  hold slack (ps)
after floorplan                     -               0              25.9       1110              465
after global placement          0.264          -18240              -624       2540             1160
after detailed placement        0.264          -18600              -632       2540             1160
after CTS                       0.268           -3190              -140       2590              751
after global routing            0.269           -4590              -195       2590              767
final                           0.269           -2620              -131       2590              735
## cells by family after synthesis
logic type,synth area share
xor+xnor,0.00791
simple gates,0.0181
mux,0.841
compound gates,0.00678
buf+inv,0.127
Power is estimated from default activity; no workload was simulated.
