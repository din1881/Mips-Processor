`/design/flow/run.sh`:
```
#!/bin/bash
# OpenROAD 26Q1-2900-gdf79404cd8, Yosys 0.63+post, stock flow scripts
make -C /OpenROAD-flow-scripts/flow DESIGN_CONFIG=/design/flow/config.mk WORK_HOME=/design/flow/orfs finish
```
`/design/flow/config.mk`:
```
export PLATFORM = sky130hd
export DESIGN_NAME = IDEX_reg
export DESIGN_NICKNAME = IDEX_reg
export VERILOG_FILES = /design/flow/design.v
export SDC_FILE = /design/flow/constraint.sdc
export NUM_CORES = 4
export LEC_CHECK = 1
export CORE_AREA = 10 10 144 144
export DIE_AREA = 0 0 154 154
```
`/design/flow/constraint.sdc`:
```
current_design IDEX_reg

set clk_period 1.0
set clk_io_pct 0.2

create_clock -name clk0 -period $clk_period [get_ports {CLK}]

set non_clock_inputs [all_inputs -no_clocks]
set_input_delay [expr $clk_period * $clk_io_pct] -clock clk0 $non_clock_inputs
set_output_delay [expr $clk_period * $clk_io_pct] -clock clk0 [all_outputs]
```
`/design/flow/design.v`:
```
module IDEX_reg (CLK,REGDST_in,memread_in, memtoreg_in, ALUOP_in, memwrite_in, ALUSRC1_in,regwrite_in,read_data1_in, read_data2_in ,SIGN_extended_in ,Rs_in , Rt_in , Rd_in,
                  REGDST_out,memread_out, memtoreg_out, memwrite_out, ALUSRC1_out, regwrite_out,ALUOP_out,Rs_out , Rt_out , Rd_out ,read_data1_out, read_data2_out ,SIGN_extended_out); 
input wire CLK ; 
input wire REGDST_in,memread_in, memtoreg_in, memwrite_in, ALUSRC1_in,regwrite_in;
input wire [1:0] ALUOP_in;
input wire [4:0] Rs_in , Rt_in , Rd_in;
input wire [31:0]read_data1_in, read_data2_in ,SIGN_extended_in;
output reg REGDST_out,memread_out, memtoreg_out, memwrite_out, ALUSRC1_out,regwrite_out;
output reg [1:0] ALUOP_out;
output reg [4:0] Rs_out , Rt_out , Rd_out;
output reg [31:0]read_data1_out, read_data2_out ,SIGN_extended_out;
always @(posedge CLK)
begin 
REGDST_out        <= REGDST_in; 
memread_out       <= memread_in;
memtoreg_out      <= memtoreg_in; 
memwrite_out      <= memwrite_in; 
ALUSRC1_out       <= ALUSRC1_in;
regwrite_out      <= regwrite_in;
ALUOP_out         <= ALUOP_in; 
Rs_out            <= Rs_in ; 
Rt_out            <= Rt_in; 
Rd_out            <= Rd_in; 
read_data1_out    <= read_data1_in;
read_data2_out    <= read_data2_in;
SIGN_extended_out <= SIGN_extended_in ;
end
endmodule 
```
==> results.json <==
{
  "outcome": "finished, violations left",
  "violations": "negative setup slack",
  "met1_usage_pct": 8.08,
  "finalClockPeriodUsage_pct": 103,
  "warning_count": 27,
  "drive_gt1_share_pct": 44.4,
  "path_buffers": 1,
  "dpl_cell_area_um2": 5050,
  "synth_area_um2": 2380,
  "dp_slack_ns": -0.0404,
  "io_pins": 239,
  "fmax_mhz": 972,
  "drt_pass1_iterations": 3,
  "clock-sinks": 119,
  "avgSynthCellArea_um2": 20.0,
  "use_met2_pct": 10.6,
  "layout_top_cell": "clkdlybuf4s50_1",
  "power_frac_clock_pct": 50.5,
  "final_util_pct": 29.2,
  "routed_wl_mm": 9.14,
  "grt_max_degree": 17,
  "fp.coreArea_um2": 17500,
  "grt_first_pass_wirelength_mm": 13.1,
  "die_y_um": 154,
  "crit_family": "flip-flops",
  "fin_tns_setup_ns": -0.426,
  "clkSlewWorstSetupHoldPaths_ns": 0.05,
  "comb_cells": 0,
  "fin_ws_ns": -0.0292,
  "cpPeakStageDelay_ns": 0.30,
  "path_class": "reg2out",
  "critPathSlowestCell": "dfxtp_1",
  "final-instance-count-excl-fill": 612,
  "synth_cell_types": 1,
  "yosysSeqAreaShare_pct": 100,
  "dpl.cell_count": 582,
  "yosysCellCount": 119,
  "die_area_um2": 23700,
  "worst_setup_path_start_kind": "flip-flop",
  "netlist_instances": 119,
  "port_buffers": 238,
  "hold_viol": 0,
  "grt.overflow.total": 0,
  "gp_routability_congestion": 0.847,
  "antenna_found_initial": 0,
  "rsz0062_at_grt": "yes",
  "busiest_layer": "met2",
  "netSwitchingFraction_pct": 18.6,
  "yosys_warnings": 1,
  "crit_required_ns": 0.80,
  "rows": 48,
  "clk_path_buf_depth": 2,
  "htree_levels": 4,
  "clockRootBuffer": "clkbuf_16",
  "critPathArrivalTime_ns": 0.83,
  "drtIter0Drc": 25,
  "fin_area_um2": 5100,
  "dp_hpwl_mm": 7.40,
  "layout_top_cells": "clkdlybuf4s50_1, buf_2, dfxtp_1, dfxtp_2, clkbuf_16",
  "p_per_area_nw_per_um2": 2280,
  "maxSlewViolCount": 0,
  "ys_area_um2": 2380,
  "grt.total_usage_pct": 7.29,
  "holdBufCountCts": 0,
  "synth_flops": 119,
  "cp_max_fo": 1,
  "via_per_inst": 3.05,
  "num_antenna_cells": 0,
  "maxCapViolations": 0,
  "areaGrowthSynthToFinish_pct": 114,
  "p_leak_nw": 2.24,
  "wl_per_cell_um": 14.9,
  "peakVddDrop_v": 0.00159,
  "power.total_mw": 11.7,
  "cp-end-kind": "output pin",
  "cts_buffers": 17,
  "via_count": 1869,
  "tightest_slew_ns": 0.180,
  "period_minus_slack_ns": 1.03,
  "finalSetupViolCount": 48,
  "drc": 0,
  "hold_slack_ns": 0.232,
  "hold_path.class": "in2reg",
  "drtAntennaViolNets": 0,
  "max-slew-margin-rel_pct": 88.0,
  "switchingPower_mw": 2.17,
  "crit_chain": "buf_2",
  "internal_power_mw": 9.48,
  "grt_pass1_vias": 2073,
  "fp_util_pct": 13.6,
  "grt_util_met3_pct": 6.25,
  "cts_tree": "done",
  "fp.dieW_um": 154,
  "power_frac_seq_pct": 43.5,
  "combPwrFrac_pct": 6.0,
  "comb_area_um2": 0
}
-- worst paths after layout --
kind,cells past startpoint,to,slack [ns],startpoint
min,1,read_data1_out[13],0.23,read_data1_in[13]
max,1,read_data1_out[22],-0.03,read_data1_out[22]
-- power by group through the flow --
stage,Clock (mW),Combinational (mW),Sequential [mW]
6_report,5.89,0.694,5.07
5_1_grt,6.30,0.762,5.09
4_1_cts,6.09,0.709,5.06
-- sequential cells by signal (all words and copies together) (netlist names) --
name	flops
Rd_out	5
ALUOP_out	2
memtoreg_out	1
read_data2_out	32
REGDST_out	1
read_data1_out	32
ALUSRC1_out	1
SIGN_extended_out	32
regwrite_out	1
memread_out	1
memwrite_out	1
Rt_out	5
Rs_out	5
-- layer usage --
metal  wire length [um]  vias to the layer above
met2               3790                      182
met1               3510                      796
li1                   -                      881
met4                163                        0
met5                  0                        -
met3               1670                       10
-- synth_stat cells --
library cell	instances	area share, %
dfxtp_1	119	100
-- cell type report --
type | instances | area [um^2]
clock buffer | 23 | 488
clock inverter | 7 | 95.1
fill | 1795 | 12400
sequential | 119 | 2410
tap | 225 | 282
timing repair buffer | 238 | 1820
-- what timing repair did --
action / 4_1_cts / 5_1_grt
endpoints found under the setup margin: 119 / 119
setup buffers: 0 / 0
gates resized: 389 / 17
-- logic make-up after synthesis --
| kind of cell | after synthesis | synth area share, % |
|---|---|---|
| flip-flops | 119 | 100 |
Power is estimated from default activity; no workload was simulated.
