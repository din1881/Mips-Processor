==> flow/design.v <==
module REGISTER_file(CLK, reg_write_sig , read_reg1, read_reg2, write_reg, write_data, read_data1, read_data2);
input [31:0] write_data ; 
input [4:0] read_reg1, read_reg2, write_reg;
input reg_write_sig, CLK;
output [31:0] read_data1, read_data2;
reg [31:0]  RF[0:31]; 
integer i;
initial
begin
for(i=0;i<32;i=i+1)
	RF[i] = 0;
end
assign read_data1 = RF[read_reg1];
assign read_data2 = RF[read_reg2];
always  @ (posedge CLK )
begin
if(reg_write_sig)  
	RF[write_reg] <= write_data;
end
endmodule
==> flow/run.sh <==
#!/bin/bash
# OpenROAD 26Q1-2900-gdf79404cd8, Yosys 0.63+post, stock flow scripts
make -C /OpenROAD-flow-scripts/flow DESIGN_CONFIG=/design/flow/config.mk WORK_HOME=/design/flow/orfs finish
==> flow/config.mk <==
export PLATFORM = sky130hd
export DESIGN_NAME = REGISTER_file
export DESIGN_NICKNAME = REGISTER_file
export VERILOG_FILES = /design/flow/design.v
export SDC_FILE = /design/flow/constraint.sdc
export NUM_CORES = 4
export LEC_CHECK = 1
export CORE_UTILIZATION = 30
==> flow/constraint.sdc <==
current_design REGISTER_file

set clk_period 8.5
set clk_io_pct 0.2

create_clock -name clk0 -period $clk_period [get_ports {CLK}]

set non_clock_inputs [all_inputs -no_clocks]
set_input_delay [expr $clk_period * $clk_io_pct] -clock clk0 $non_clock_inputs
set_output_delay [expr $clk_period * $clk_io_pct] -clock clk0 [all_outputs]
==> impl_metrics.yaml <==
# generated from flow reports
run_status:
  outcome: "completed"
final_timing:
  setup_viol: 0
  hold_viol: 0
  tns_ps: 0
  slew_headroom: 0.391
  max_freq_mhz: 150
  slew_violations: 0
  rsz0062_at_grt: "false"
  worstMarginPinSlew_ps: 911
  min_period_over_period: 0.784
  finalCriticalPeriod_ps: 6660
  finalWorstSetupSlack_ps: 1840
floorplan:
  core_region_area_um2: 161000
  dieArea_um2: 164000
  rows: 147
  fp_util: 0.303
  die_w_um: 405
  dieHeight_um: 405
  ioPinCount: 113
place:
  gp_congestion: 0.865
  dp_hpwl_mm: 88.2
  portBuffers: 112
  dpl_worst_slack_ps: 1930
  dpl.cell_count: 5539
clock_network:
  post_cts_buffers: 0
  cts-root-buf: "clkbuf_16"
  cts_hold_buf: 0
  numCtsBuffers: 103
  clock_sinks: 1024
  h-tree-depth: 3
  cts.reportedPaths.clkPinSlew_ps: 60
  cts_tree: "yes"
  ctsResizeCount: 0
  cts_buffer_depth: 3
worst_setup_path:
  criticalPathCategory: "input port to primary output"
  critPathRequiredTime_ps: 6800
  critPathLaunchType: "input port"
  path_delay_family: "buffers and inverters"
  max_stage_delay_ps: 780
  path_cells: "clkdlybuf4s50_1 -> and2_4 -> buf_4 -> a22o_1 -> nor3_1 -> a31oi_1 -> nand3_1 -> clkdlybuf4s50_1"
  worst-path-max-fanout: 34
  critPathCaptureType: "primary output"
  crit_top_cell: "clkdlybuf4s50_1"
  crit_buf_inv: 3
  arrival_ps: 4960
  critPathSlowestCell: "clkdlybuf4s50_1"
synth:
  numSynthFlops: 1024
  flop_cell: "edfxtp_1"
  syn_area_per_cell_um2: 14.4
  yosys-top-cells-count: "edfxtp_1, mux2i_1, nand2_1"
  topCellsByArea: "edfxtp_1, mux2i_1, a22oi_1, a22o_1, nand3_1"
  syn_inst: 3386
  ys_types: 23
  top_cell_area_share: 0.630
  yosysChipArea_um2: 48800
  largest_area_cell: "edfxtp_1"
  yosys_cells: 3386
  ys_seq_share: 0.630
  ys_warn_count: 1
  edf_count: 1024
  syn_area_um2: 48800
  synth_async_sr_flop_share: 0
cells_and_area:
  top_register: "RF"
  fillers: 15100
  largest_reg_flops: 1024
  area.growth.synth_to_final_pct: 14.4
  stdcell_count: 5730
  top_regs: "RF (1024)"
  flop_area_um2: 30700
  final_core_util: 0.347
  comb_area_um2: 16800
  drive_gt1_frac: 0.0922
drt:
  drc: 0
  viasPerCell: 5.44
  wl_mm: 158
  firstDrtPassIters: 5
  num_vias: 31200
  drt.antenna.violating_nets: 0
  wl_per_cell_um: 27.5
  drtIter0Drc: 2112
global_route:
  grt_pass1_wl_mm: 223
  grt_pass1_vias: 31900
  grtUsageTotal: 0.201
  overflow: 0
  grt_max_degree: 97
  antenna_found_initial: 13
power:
  ir_drop_mv: 0.156
  p_leak_nw: 20.1
  p_per_area_nw_per_um2: 199
run:
  warning_count: 26
  cap_violations: 0
min_path:
  whs_path_depth: 2
  holdCritStartpoint: "write_data[12]"
  hold_path.class: "input port to flop"
  min_to: "RF[13][12]"
stage by stage:
stage | total power, mW | hold slack (ps) | instance area [µm²]
CTS | 11.2 | 1770 | 55800
global route | 11.4 | 1820 | 55800
finish | 11.1 | 1790 | 55800
floorplan | 6.33 | 1800 | 48800
global placement | 6.78 | 2540 | 52600
detailed placement | 6.79 | 2540 | 52600
worst max-delay path by stage:
stage	from	endpoint	slack, ps	cells after the start
after CTS	read_reg2[2]	read_data2[21]	1910	8
final	read_reg2[2]	read_data2[6]	1840	8
after global routing	read_reg2[2]	read_data2[21]	1770	8
layout make-up:
class                   instances  share of cell area
flip-flops and latches       1024               0.551
multi-input cells            2109               0.301
well taps                    2160              0.0484
clock buffers                 121              0.0478
repair buffers                246              0.0416
clock inverters                67              0.0106
diodes                          3            0.000134
kinds of logic (layout without fill, tap and decap cells):
kind of cell           Yosys count  count (layout)  synth area share
other                            0               3                 0
muxes                         1024            1024             0.210
AOI/OAI and AO/OA              576             576            0.0804
buffers and inverters          253             434            0.0321
DFF                           1024            1024             0.630
and+or+nand+nor                509             509            0.0471
report_power, final:
group	internal (mW)	total [mW]	switching, mW
Sequential	5.62	5.64	0.0236
Combinational	0.391	1.04	0.654
Clock	2.48	4.44	1.95
Total	8.49	11.1	2.63
layout by cell type, fill, tap and decap left out, drive strengths merged, types with 64 or more instances in the layout:
cell type      instances
a21oi                192
a22o                 128
a22oi                192
a31oi                 64
buf                  136
clkbuf               121
clkdlybuf4s50        110
edfxtp              1024
mux2i               1024
nand2                195
nand3                194
nor3                  64
layer usage:
metal	wire, µm	track usage
met3	22000	0.119
met5	308	0.00892
met2	73400	0.308
met1	56000	0.239
met4	5990	0.0609
No activity file was given, so power comes from the tool's default toggle rates.
